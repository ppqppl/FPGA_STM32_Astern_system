==> run.sh <==
#!/bin/bash
# OpenROAD 26Q1-2900-gdf79404cd8, Yosys 0.63+post, stock flow scripts
make -C /OpenROAD-flow-scripts/flow DESIGN_CONFIG=/design/flow/config.mk WORK_HOME=/design/flow/orfs finish
==> config.mk <==
export PLATFORM = sky130hd
export DESIGN_NAME = sr04_top
export DESIGN_NICKNAME = sr04_top
export VERILOG_FILES = /design/flow/design.v
export SDC_FILE = /design/flow/constraint.sdc
export NUM_CORES = 4
export LEC_CHECK = 1
export CORE_UTILIZATION = 40
==> design.v <==
module 	clk_div(
	input  wire			clk		,
	input  wire 		rstn	,
	output wire  		clk_us 	   
);
	parameter CNT_MAX = 19'd49; 
	reg		[5:0]	cnt		; 
	wire			add_cnt ;
	wire			end_cnt ;
	always @(posedge clk or negedge rstn) begin
		if(!rstn) begin
			cnt <= 6'd0;
		end
		else if(cnt == CNT_MAX) begin
			cnt <= 6'd0;
		end
		else begin
			cnt <= cnt + 6'd1;
		end
	end
	assign clk_us = cnt >= CNT_MAX ;
endmodule 
module 	echo_driver(
	input  wire 		clk		,
	input  wire			clk_us	,
	input  wire 		rstn	,
	input  wire 		echo	,
	output wire [18:00]	data_o	   
);
	parameter T_MAX = 16'd5_9999; 
	reg				r1_echo,r2_echo;  
	wire			echo_pos,echo_neg;  
	reg		[15:00]	cnt		; 
	reg		[18:00]	data_r	;
	always @(posedge clk or negedge rstn)begin  
		if(!rstn)begin  
			r1_echo <= 1'b0;
			r2_echo <= 1'b0;
		end  
		else begin  
			r1_echo <= echo;
			r2_echo <= r1_echo;
		end  
	end
	assign echo_pos = r1_echo & ~r2_echo;
	assign echo_neg = ~r1_echo & r2_echo;
	always @(posedge clk_us or negedge rstn) begin
		if(!rstn) begin
			cnt <= 16'd0;
		end
		else if(echo) begin
			if(cnt == T_MAX) begin
				cnt <= 16'd0;
			end
			else begin
				cnt <= cnt + 16'd1;
			end
		end
		else begin
			cnt <= 16'd0;
		end
	end
	always @(posedge clk or negedge rstn)begin  
		if(!rstn)begin  
			data_r <= 'd2;
		end  
		else if(echo_neg)begin  
			data_r <= (cnt << 4) + cnt;
		end  
		else begin  
			data_r <= data_r;
		end  
	end
	assign data_o = data_r >> 1;
endmodule 
module seg_driver(  
	input	wire		clk		,
	input	wire		rstn	,
	input	wire [18:0]	data_in	,  
    output  reg [7:0]   sel     ,	 
    output  reg [7:0]   seg     
);								  
	localparam	NUM_0	=	8'b1100_0000,	
				NUM_1 	= 	8'b1111_1001,
				NUM_2   = 	8'b1010_0100,
				NUM_3   = 	8'b1011_0000,
				NUM_4   = 	8'b1001_1001,
				NUM_5   = 	8'b1001_0010,
				NUM_6   = 	8'b1000_0010,
				NUM_7   = 	8'b1111_1000,
				NUM_8   = 	8'b1000_0000,
				NUM_9   = 	8'b1001_0000,
				NUM_A   = 	8'b1000_1000,
				NUM_B   = 	8'b1000_0011,
				NUM_C   = 	8'b1100_0110,
				NUM_D   = 	8'b1010_0001,
				NUM_E   = 	8'b1000_0110,
				NUM_F   = 	8'b1000_1110,
				ALL_LIGHT = 8'b0000_0000,
				LIT_OUT = 	8'b1111_1111,
                LINE    =   8'b1011_1111;
    localparam MAX_10us     =   10'd999     ;
	reg		[3:0]	cm_hund	    ; 
	reg		[3:0]	cm_ten	    ; 
	reg		[3:0]	cm_unit	    ; 
	reg		[3:0]	point_1	    ; 
	reg		[3:0]	point_2	    ; 
	reg		[3:0]	point_3	    ; 
    reg     [9:0]   cnt_10us    ;
    reg     [7:0]   num         ; 
	always @(posedge clk or negedge rstn)begin  
		if(!rstn)begin  
			cm_hund	<= 'd0;
			cm_ten	<= 'd0;
			cm_unit	<= 'd0;
			point_1	<= 'd0;
			point_2	<= 'd0;
			point_3	<= 'd0;
		end  
		else begin  
			cm_hund <= data_in / 10 ** 5;
			cm_ten	<= data_in / 10 ** 4 % 10;
			cm_unit <= data_in / 10 ** 3 % 10;
			point_1 <= data_in / 10 ** 2 % 10;
			point_2 <= data_in / 10 ** 1 % 10;
			point_3 <= data_in / 10 ** 0 % 10;
		end  
	end 
	always @(posedge clk or negedge rstn) begin
		if(!rstn) begin
			cnt_10us <= 10'd0;
		end
		else if(cnt_10us == MAX_10us) begin
			cnt_10us <= 10'd0;
		end
		else begin
			cnt_10us <= cnt_10us + 10'd1;
		end
	end
    always @(posedge clk or negedge rstn) begin
        if(!rstn) begin
            sel <= 8'b1000_0000;
        end
        else if(cnt_10us == MAX_10us) begin
            sel <= {sel[0],sel[7:1]};
        end
        else begin
            sel <= sel;
        end
    end
    always @(*) begin
        case (sel)
			8'b0000_0001    :    num = hex_data(point_3);
			8'b0000_0010    :    num = hex_data(point_2);
			8'b0000_0100    :    num = hex_data(point_1);
			8'b0000_1000    :    num = LINE;
			8'b0001_0000    :    num = hex_data(cm_unit);
			8'b0010_0000    :    num = hex_data(cm_ten);
			8'b0100_0000    :    num = hex_data(cm_hund);
			8'b1000_0000    :    num = LIT_OUT;
            default         :    num = NUM_0;
        endcase
    end
    always @(posedge clk or negedge rstn) begin
        if(!rstn) begin
            seg <= LINE;
        end
        else begin
            case (num)
                NUM_0       :   seg <= NUM_0    ;
                NUM_1       :   seg <= NUM_1    ;
                NUM_2       :   seg <= NUM_2    ;
                NUM_3       :   seg <= NUM_3    ;
                NUM_4       :   seg <= NUM_4    ;
                NUM_5       :   seg <= NUM_5    ;
                NUM_6       :   seg <= NUM_6    ;
                NUM_7       :   seg <= NUM_7    ;
                NUM_8       :   seg <= NUM_8    ;
                NUM_9       :   seg <= NUM_9    ;
                LINE        :   seg <= LINE     ;
                LIT_OUT     :   seg <= LIT_OUT  ;
                ALL_LIGHT   :   seg <= ALL_LIGHT;
            endcase
        end
    end
    function  [7:0]	hex_data;  
		input   [03:00]	data_i; 
		begin
			case(data_i)
				4'd0:hex_data = NUM_0;
				4'd1:hex_data = NUM_1;
				4'd2:hex_data = NUM_2;
				4'd3:hex_data = NUM_3;
				4'd4:hex_data = NUM_4;
				4'd5:hex_data = NUM_5;
				4'd6:hex_data = NUM_6;
				4'd7:hex_data = NUM_7;
				4'd8:hex_data = NUM_8;
				4'd9:hex_data = NUM_9;
				default:hex_data = ALL_LIGHT;
			endcase	
		end 
	endfunction
endmodule  
module sr04_top (
    input   wire            clk         ,
    input   wire            rstn        ,
    input   wire            echo        ,  
    output  wire            trig        ,  
    output  wire    [7 : 0] sel         ,
    output  wire    [7 : 0] seg         ,
    output  wire    [18: 0] data_o  
);
    wire        clk_us;
    clk_div	u_clk_div(
        .clk		(clk	), 
        .rstn		(rstn	),
        .clk_us		(clk_us )
	);
    trig_driver	u_trig_driver(
        .clk_us		(clk_us	),
        .rstn		(rstn	),
        .trig		(trig	)
    );
    echo_driver	u_echo_driver(
        .clk		(clk	),
        .clk_us		(clk_us	),
        .rstn		(rstn	),
        .echo		(echo	),
        .data_o		(data_o	)
    );
    seg_driver u_seg_driver(  
        .clk		(clk	),
        .rstn		(rstn	),
        .data_in	(data_o	),  
        .sel		(sel	),	 
        .seg		(seg	)     
	);	
endmodule  
module 	trig_driver(
	input  wire			clk_us	,
	input  wire 		rstn	,
	output wire  		trig	   
);
	parameter CYCLE_MAX = 19'd29_9999;
	reg		[18:00]	cnt		;
	always @(posedge clk_us or negedge rstn) begin
		if(!rstn) begin
			cnt <= 19'd0;
		end
		else if(cnt == CYCLE_MAX) begin
			cnt <= 19'd0;
		end
		else begin
			cnt <= cnt + 19'd1;
		end
	end
	assign trig = cnt < 15 ? 1'b1 : 1'b0;
endmodule 
==> constraint.sdc <==
current_design sr04_top

set clk_period 16.8
set clk_io_pct 0.2

create_clock -name clk0 -period $clk_period [get_ports {clk}]

set non_clock_inputs [all_inputs -no_clocks]
set_input_delay [expr $clk_period * $clk_io_pct] -clock clk0 $non_clock_inputs
set_output_delay [expr $clk_period * $clk_io_pct] -clock clk0 [all_outputs]
==> deck_impl_summary.md <==
Key Metrics from the Run

Critical path
  • WP buf/inv: 4
  • Crit path max-delay family: AND-OR/OR-AND gates
  • CP Capture Type: flip-flop
  • Critical path type: reg -> reg
  • Crit-path slowest cell: a21boi_1
  • CP startpoint kind: flip-flop
  • Worst EP required: 17.06 ns
  • Crit-path max cell delay: approximately 0.8 ns
  • Worst-path maximum fanout: around 61
  • Critical path arrival: between 10 and 15 ns

Final timing
  • Final slew viol count: 0
  • Final Skew: about 0.010 ns
  • Setup TNS Final: 0 ns
  • Min cycle time layout: between 10 and 15 ns
  • RSZ-0062 raised after global routing: no
  • Hold WS: 0.368 ns
  • Max Fclk: between 90 and 100 MHz
  • Count of unclocked register or latch pins: 35
  • Cycle use final: 0.636
  • Worst Tran Pin Value: ~0.97 ns
  • # setup viols final: 0
  • Slew HR: 0.349
  • Endpoints left unconstrained: 36
  • Final Hold Vio Count: 0

CTS
  • CTS tree: done
  • Cts-stage hold buffer count: 0
  • Reg clk slew, reported paths: roughly 0.07 ns
  • Clk buf depth: 2
  • Post-CTS Setup Bufs: 0
  • CTS H-tree depth: 3
  • Clock tree root driver cell: clkbuf_16
  • Num CTS Buffers: 9
  • Cts repair resizes: 0
  • Late-Pin Clk Latency: around 0.38 ns

GRT
  • Gr usage total: 0.233
  • GRT busiest layer: met2
  • Met3 usage: 0.0277
  • Met2 Use GR: 0.363
  • Grt ovf: 0
  • GRT met1 Usage: 0.347
  • Initial antenna violation count: 0
  • Largest net degree at the start of global routing: 62
  • Number of global-route vias before repair: 16200
  • First-pass GRT wire length: 83200 microns

Floorplan
  • Ports: 39
  • Core Util at FP: 0.405
  • Die Span X: approximately 210 microns
  • FP Rows: between 70 and 80
  • Die Ht: 208 microns
  • Die area: between 40000 and 50000 sq um
  • Core Region: about 42000 sq um

Yosys
  • Yosys stat area: 17000 sq um
  • Avg Cell Area, Syn: 7.20 sq um
  • Flops & latches, synth: 109
  • Synth unique cells: 123
  • Synth Flop Type: dfrtp_1
  • Synth Seq Share: 0.161
  • Synthesis Warnings: 4
  • Ys async rst share: 1.00
  • Cell count in the Yosys report: between 2000 and 2500
  • Number of enable flip-flop cells: 0
  • Post-Synthesis Cells: 2358
  • Syn Std Cell Area: approximately 17000 sq um

Run status
  • Status: complete, no violations

Route
  • Pre-antenna DRT Iters: 5
  • Drt wl/cell: between 15 and 20 microns
  • Routed vias: 17800
  • Ant. Diodes: 0
  • DR vias/cell: between 6 and 7
  • Detail Route Antenna Nets: 0
  • Iter 0 DRT Violations: around 1500
  • Drt drc: 0
  • Final WL: approximately 50000 microns

Run
  • Max-cap viol count: 0
  • Tool warnings: around 53

Power
  • Leakage power: between 7 and 8 nW
  • Power density over the cells: 23.0 nW/um^2
  • Worst vdd ir: approximately 45 uV

Cells and area
  • Layout cell share with drive strength beyond 1: 0.0812
  • Commonest Layout Cell: nand2_1
  • Most frequent cells in the layout: 231 x nand2_1, 221 x nor2_1, 164 x o21ai_0, 150 x a21oi_1, 100 x xnor2_1
  • Layout area overhead: 5.95%
  • Fin area: between 15000 and 20000 sq um

Hold path
  • Hold Crit Class: reg -> reg

Place
  • Post-DP HPWL: roughly 37000 microns
  • GPL Wtd Cong: approximately 0.97
  • DP Area: ~18000 sq um
  • Input/output buffers: 37
## cell type report
cell class	count	area [sq um]
Fill cell	4162	24000
Timing Repair Buffer	81	698
Tap cell	539	674
Clock inverter	7	66.3
Clock buffer	9	225
Inverter	75	282
Multi-Input combinational cell	2023	13300
Sequential cell	109	2740
## synth_stat cells (all sizes together) (26+ instances only)
cell type	instances	area share
mux2i	43	0.026
or3	32	0.012
a31oi	39	0.015
a21oi	153	0.046
o21ai	182	0.055
buf	64	0.020
ha	57	0.042
xor2	35	0.018
inv	71	0.016
nor2	223	0.050
and2	29	0.011
a211oi	44	0.021
o31ai	34	0.015
nor3	82	0.026
o211ai	37	0.017
nand4	33	0.013
xnor2	100	0.052
and3	28	0.010
nor2b	26	0.0096
o22ai	33	0.013
clkbuf	87	0.019
a21o	30	0.014
nor4	28	0.013
dfrtp	100	0.15
nand3	88	0.026
nand2	233	0.052
## worst reg2reg max path, delay by kind of cell, from the launching register on
family | cells | cell delay (ns)
adders and majority gates | 1 | 0.16
buffers and inverters | 4 | 1.44
and+or+nand+nor | 7 | 2.19
muxes | 1 | 0.28
xor gates and xnor gates | 2 | 0.36
AOI/OAI and AO/OA | 17 | 5.80
DFF | 1 | 0.34
## layer usage
metal	up-vias	part of all wire	wire length (microns)
met3	81	0.058	2870
met4	0	0.028	1370
met1	8315	0.47	23500
met5	-	0	0
li1	8795	-	-
met2	574	0.44	22000
## power by group
part           total, mW  internal, mW  switching, mW
sequential         0.184         0.180        0.00353
combinational     0.0302        0.0105         0.0197
clock              0.199         0.104         0.0948
total              0.413         0.295          0.118
## cell families (layout without fill, tap and decap cells)
| group | count (synthesis) | after routing | share of synthesized area |
|---|---|---|---|
| AND-OR/OR-AND | 826 | 826 | 0.342 |
| XOR/XNOR | 136 | 136 | 0.0710 |
| adder cells (fa/ha/maj) | 75 | 75 | 0.0533 |
| buffers and inverters | 226 | 172 | 0.0563 |
| flip-flops | 109 | 109 | 0.161 |
| multiplexers | 68 | 68 | 0.0422 |
| other | 1 | 1 | 0.000221 |
| AND/OR/NAND/NOR | 917 | 917 | 0.273 |
## flip-flops by register name, indices dropped and copies added, names as in the netlist
register,count
u_seg_driver.cm_ten,4
u_echo_driver.r1_echo,1
u_clk_div.cnt,6
u_seg_driver.point_3,4
u_seg_driver.cm_unit,4
u_seg_driver.cm_hund,2
u_trig_driver.cnt,19
u_seg_driver.point_2,4
u_echo_driver.r2_echo,1
u_seg_driver.sel,8
u_echo_driver.cnt,16
u_seg_driver.point_1,4
u_seg_driver.cnt_10us,10
u_echo_driver.data_r,18
u_seg_driver.seg,8
## metrics by stage
stage | utilization | setup slack, ns | total power [mW] | cells
after floorplan | - | 8.29 | 0.203 | 2358
after global placement | 0.422 | 6.41 | 0.218 | 2827
after detailed placement | 0.422 | 6.32 | 0.218 | 2827
after CTS | 0.429 | 6.28 | 0.422 | 2843
after global routing | 0.429 | 5.30 | 0.433 | 2843
final | 0.429 | 6.11 | 0.413 | 2843
## path summary, 6_finish.rpt
path	slack, ns	end	from	depth (start not counted)
max	6.11	u_seg_driver.point_2[3]$_DFF_PN0_	u_echo_driver.data_r[18]$_DFFE_PN0P_	32
min	0.37	u_echo_driver.r2_echo$_DFF_PN0_	u_echo_driver.r1_echo$_DFF_PN0_	0
max in group asynchronous	12.42	u_echo_driver.data_r[13]$_DFFE_PN0P_	rstn	3
max reg2reg	6.11	u_seg_driver.point_2[3]$_DFF_PN0_	u_echo_driver.data_r[18]$_DFFE_PN0P_	32
min in group asynchronous	2.82	u_seg_driver.cm_ten[3]$_DFF_PN0_	rstn	1
min reg2reg	0.37	u_echo_driver.r2_echo$_DFF_PN0_	u_echo_driver.r1_echo$_DFF_PN0_	0
Power and IR drop assume default switching activity.
